`flow/run.sh`:
```
#!/bin/bash
# OpenROAD 26Q1-2900-gdf79404cd8, Yosys 0.63+post, stock flow scripts
make -C /OpenROAD-flow-scripts/flow DESIGN_CONFIG=/design/flow/config.mk WORK_HOME=/design/flow/orfs finish
```
`flow/config.mk`:
```
export PLATFORM = sky130hd
export DESIGN_NAME = ram
export DESIGN_NICKNAME = ram
export VERILOG_FILES = /design/flow/design.v
export SDC_FILE = /design/flow/constraint.sdc
export NUM_CORES = 4
export LEC_CHECK = 1
export CORE_UTILIZATION = 50
export SYNTH_MEMORY_MAX_BITS = 65536
```
`flow/constraint.sdc`:
```
current_design ram

set clk_period 222.1
set clk_io_pct 0.2

create_clock -name clk0 -period $clk_period [get_ports {clk}]

set non_clock_inputs [all_inputs -no_clocks]
set_input_delay [expr $clk_period * $clk_io_pct] -clock clk0 $non_clock_inputs
set_output_delay [expr $clk_period * $clk_io_pct] -clock clk0 [all_outputs]
```
`flow/design.v`:
```
module ram(
        clk,
        wen,
        din,
        waddr,
        raddr,
        dout
        );
        parameter   DWIDTH = 8;  
        parameter   AWIDTH = 10;  
        input clk;
        input wen;
        input [DWIDTH-1:0] din;
        input [AWIDTH-1:0] waddr;
        input   [AWIDTH-1:0] raddr;
        output [DWIDTH-1:0] dout; 
        reg [DWIDTH-1:0] RAM [2**AWIDTH-1:0];
        reg [AWIDTH-1:0] raddr_reg;
        always @ (posedge clk)
        begin
            if(wen) 
                begin
                RAM[waddr] <= din;
            end
        end
        always @ (posedge clk)
        begin
            raddr_reg <= raddr;
        end
        assign dout = RAM[raddr_reg];
    endmodule
```
==> qor.csv <==
stage;metric;value;unit
run_status;run status;complete, no violations;
drt;total detailed-routing wirelength;913.8;mm
yosys;number of flops mapped to enable cells by yosys;8192;
floorplanning;die area;641400;sq um
layout;dominant logic cell types in the final layout;sky130_fd_sc_hd__edfxtp_1, sky130_fd_sc_hd__mux4_2, sky130_fd_sc_hd__nor2_1;
drt;post-detailed-route DRC marker count;0;
floorplanning;floorplan row count;293;
clock_tree;TritonCTS buffer count;815;
layout;register name with the most flops;RAM;
setup_path;type of element launching the critical path;flip-flop;
sta;Peak Freq;0.01804;GHz
layout;Post-Layout Cell Count;25270;
yosys;Synth Cell Area;319100;sq um
setup_path;class of the most critical setup path;flip-flop to output port;
drt;routed wire length per instance;36.16;microns
layout;core occupancy in the finished layout;56.33;%
place;Final GP Congestion;0.9390;
yosys;synthesized area divided by synthesized cell count;20.95;sq um
power;Worst VDD drop;0.000008955;V
layout;synth-to-layout area growth;12.29;%
grt;via count of the first global-routing pass;171300;
floorplanning;die x size;800.9;microns
grt;antenna violations before repair;69;
sta;number of setup violations in the final report;0;
drt;Initial DRT Pass Iterations;6;
clock_tree;deepest clock path buffer count;4;
clock_tree;Resized Gates After CTS;0;
layout;most numerous logic cell after layout;sky130_fd_sc_hd__edfxtp_1;
hold_path;worst min-delay path class;primary input to flip-flop;
yosys;sequential element share of the synthesized area;77.16;%
place;worst slack at placement;167.78;ns
yosys;Gate Count Post-Synth;15230;
yosys;number of flip-flops and latches in the synthesized netlist;8202;
grt;largest net degree at the start of global routing;143;
yosys;tally of yosys warning messages;1;
clock_tree;setup fix buffers added after clock tree synthesis;0;
sta;crit share post-route;24.96;%
yosys;Most common reg cell;sky130_fd_sc_hd__edfxtp_1;
sta;setup TNS;0;ns
place;instance count after placement with tap cells included;23660;
sta;number of endpoints with negative hold slack in the final report;0;
place;Placement Cell Area;332500;sq um
yosys;async set-or-reset flop fraction in the synthesized netlist;0;%
setup_path;critical path required time;177.68;ns
drt;via count of the routed design;157700;
grt;wire length of the first global-routing pass;1286;mm
power;power density over the cells;8.919;nW/um^2
power;Leak;112.8;nW
sta;fin worst setup slack;166.67;ns
yosys;cell types with the largest area share after synthesis;sky130_fd_sc_hd__edfxtp_1, sky130_fd_sc_hd__mux4_2, sky130_fd_sc_hd__mux2i_1;
job;total number of warnings across the stage logs;69;
clock_tree;CTS clk-pin slew, worst paths;0.06;ns
drt;number of design-rule violations left by the first detailed-router iteration;10960;
yosys;cells in synth_stat.txt;15230;
clock_tree;CTS tree;yes;
layout;layout cells sized above 1;23.25;%
floorplanning;Core ar.;636100;sq um
drt;remaining antenna violation count;0;
sta;headroom to the max-slew limit;5.766;%
clock_tree;CTS Hold Bufs;0;
clock_tree;Root Buffer Master;sky130_fd_sc_hd__clkbuf_16;
yosys;area share of the largest cell type after synthesis;77.10;%
floorplanning;fp util;50.17;%
grt;grt total ovfl;0;
setup_path;Max FO, Critical Path;38;
place;port buffer count;37;
job;# Max-Cap Violations;0;
clock_tree;TritonCTS sink count;8202;
setup_path;critical path capture point type;output port;
sta;clock period minus final worst setup slack;55.43;ns
yosys;number of distinct library cells after synthesis;81;
yosys;total cell area reported by yosys after synthesis;319100;sq um
layout;leading registers by flop count;RAM: 8192 flops;
floorplanning;DIE HEIGHT;800.9;microns
sta;RSZ-0062 raised after global routing;no;
setup_path;data arrival time of the critical path;11.01;ns
sta;final max-slew violation count;0;
yosys;cell type with the largest total area after synthesis;sky130_fd_sc_hd__edfxtp_1;
clock_tree;Max H-tree Level;6;
drt;via density per instance;6.240;
layout;max FFs per register;8192;
floorplanning;number of top-level pins;38;
layout;Layout Cell Area excl Fill;358300;sq um
sta;measured slew at the worst slew-check pin;1.403;ns
grt;total global routing track utilization;32.33;%
place;HPWL after DPL;577.4;mm
[worst max-delay path: stages, from the launching register on]
cell,delay [ns]
sky130_fd_sc_hd__dfxtp_4,0.79
sky130_fd_sc_hd__buf_4,0.62
sky130_fd_sc_hd__buf_4,0.64
sky130_fd_sc_hd__buf_4,0.64
sky130_fd_sc_hd__buf_4,0.58
sky130_fd_sc_hd__buf_4,0.68
sky130_fd_sc_hd__buf_4,0.69
sky130_fd_sc_hd__buf_4,0.50
sky130_fd_sc_hd__buf_4,0.50
sky130_fd_sc_hd__buf_4,0.59
sky130_fd_sc_hd__mux4_2,0.59
sky130_fd_sc_hd__mux4_2,0.49
sky130_fd_sc_hd__o21ai_0,0.20
sky130_fd_sc_hd__buf_4,0.15
sky130_fd_sc_hd__a211o_1,0.29
sky130_fd_sc_hd__o32ai_1,0.18
sky130_fd_sc_hd__or4_1,0.88
sky130_fd_sc_hd__clkdlybuf4s50_1,0.54
[cell families after synthesis]
group	share of synthesized area (%)
flip-flops	77.16
multiplexers	15.14
AND/OR/NAND/NOR	2.356
AND-OR/OR-AND	3.375
buffers and inverters	1.975
[final timing paths]
kind,start,end,cells after the start
min,raddr[6],flip-flop,1
max,flip-flop,dout[6],17
[synthesized netlist by cell type (31+ instances only)]
library cell	n
sky130_fd_sc_hd__edfxtp_1	8192
sky130_fd_sc_hd__mux4_2	1565
sky130_fd_sc_hd__nor2_1	1133
sky130_fd_sc_hd__mux2i_1	1041
sky130_fd_sc_hd__clkbuf_1	388
sky130_fd_sc_hd__o221ai_1	292
sky130_fd_sc_hd__a21oi_1	256
sky130_fd_sc_hd__a22oi_1	246
sky130_fd_sc_hd__o22ai_1	218
sky130_fd_sc_hd__nand2_1	181
sky130_fd_sc_hd__buf_2	170
sky130_fd_sc_hd__buf_6	159
sky130_fd_sc_hd__nor3_1	133
sky130_fd_sc_hd__buf_4	130
sky130_fd_sc_hd__o21ai_0	124
sky130_fd_sc_hd__buf_1	109
sky130_fd_sc_hd__nand3_1	101
sky130_fd_sc_hd__mux2_2	90
sky130_fd_sc_hd__a211oi_1	84
sky130_fd_sc_hd__a221oi_1	66
sky130_fd_sc_hd__mux4_1	61
sky130_fd_sc_hd__a22o_1	46
sky130_fd_sc_hd__nor4_1	43
sky130_fd_sc_hd__nand4_1	31
[metrics by stage]
stage | power [mW] | hold slack [ns]
after floorplan | 1.818 | 44.45
after global placement | 1.896 | 44.87
after detailed placement | 1.898 | 44.87
after CTS | 3.212 | 43.62
after global routing | 3.278 | 43.69
final | 3.196 | 43.70
[power by group]
| part | switching, mW | total, mW | internal [mW] |
|---|---|---|---|
| Combinational | 0.110 | 0.161 | 0.0508 |
| Clock | 0.580 | 1.33 | 0.750 |
| Sequential | 0.00105 | 1.70 | 1.70 |
[final cells by class]
class | instances | area (sq um)
antenna | 114 | 285.3
clock buffer | 1009 | 21380
clock inverter | 485 | 4149
fill | 46080 | 277800
inverter | 7 | 51.30
multi-input combinational | 6017 | 67500
sequential | 8202 | 246200
tap | 8407 | 10520
timing repair buffer | 1029 | 8194
[per-layer routing]
layer / vias up / wire, microns / GRT usage (%)
li1: 65780 / - / -
met2: 9800 / 416700 / 43.78
met4: 106 / 42850 / 11.57
met5: - / 2799 / 3.508
met3: 1773 / 174800 / 26.33
met1: 80230 / 276600 / 40.94
Power and IR drop assume default switching activity.
