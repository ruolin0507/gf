===== flow/design.v =====
module read_memory
#(
  parameter DW = 16,
  parameter RAM_AW = 16
)
(
  input  clk,
  input  reset,
  input  ren,
  input  [RAM_AW-1:0] raddr,
  input  [RAM_AW-1:0] rlength,
  output dvalid,
  output dlast,
  output [DW-1:0] dout,
  output [RAM_AW-1:0] o_raddr,
  input  [DW-1:0] din
);
reg state;
reg [RAM_AW-1:0] addr;
reg [RAM_AW-1:0] length;
reg [RAM_AW-1:0] count;
assign dout = din;
assign o_raddr = addr + count;
always@(posedge clk)
  if(reset)
    state <= 0;
  else
    case(state)
      0:  if(ren) state <= 1;
      1:  if(dlast) state <= 0;
    endcase
always@(posedge clk)
  if(reset)
    begin
      addr <= 0;
      length <= 0;
    end
  else
    if(ren)
      begin
        addr <= raddr;
        length <= rlength;
      end
always@(posedge clk)
  if(reset)
    count <= 0;
  else
    case(state)
      0:  if(ren) count <= 0;
      1:  count <= count + 1;
    endcase
assign dvalid = count > 0 && count <= length;
assign dlast = (count == length) && dvalid;
endmodule

===== flow/run.sh =====
#!/bin/bash
# OpenROAD 26Q1-2900-gdf79404cd8, Yosys 0.63+post, stock flow scripts
make -C /OpenROAD-flow-scripts/flow DESIGN_CONFIG=/design/flow/config.mk WORK_HOME=/design/flow/orfs finish

===== flow/config.mk =====
export PLATFORM = sky130hd
export DESIGN_NAME = read_memory
export DESIGN_NICKNAME = read_memory
export VERILOG_FILES = /design/flow/design.v
export SDC_FILE = /design/flow/constraint.sdc
export NUM_CORES = 4
export LEC_CHECK = 1
export CORE_UTILIZATION = 40

===== flow/constraint.sdc =====
current_design read_memory

set clk_period 7.3
set clk_io_pct 0.2

create_clock -name clk0 -period $clk_period [get_ports {clk}]

set non_clock_inputs [all_inputs -no_clocks]
set_input_delay [expr $clk_period * $clk_io_pct] -clock clk0 $non_clock_inputs
set_output_delay [expr $clk_period * $clk_io_pct] -clock clk0 [all_outputs]

==> flow_summary.yaml <==
# generated from flow reports
route:
  viasPerCell: 5.058
  top_layer: "met4"
  wl_microns: 6359
  post_drt_wl_per_cell_microns: 12.79
  insertedDiodeCount: 0
  wl_met3_microns: 239
  drt-met1-wl_microns: 3213
  ant_nets: 0
  drtIter0Drc: 110
  drt_pass1_iterations: 4
  drc: 0
  vias: 2514
  wl_met2_microns: 2832
floorplan:
  dieArea_sq_um: 8248
  coreArea_sq_um: 7687
  fp_util_pct: 41.05
  chipHeight_microns: 90.82
  num_rows: 32
  pin_count: 85
  die-width_microns: 90.82
hold_path:
  hold_depth: 2
  min_to: "length[13]$_SDFFE_PP0P_"
  hold_class: "register to register"
  worstHoldStart: "length[13]$_SDFFE_PP0P_"
final_timing:
  min_period_over_period_pct: 61.26
  rsz0062_at_grt: "false"
  tns_ns: 0
  hold_viol: 0
  finalCriticalPeriod_ns: 4.472
  worst_pin_slew_ns: 0.5860
  slew_violations: 0
  fmax_mhz: 223.6
  finalSetupViolations: 0
  clock_skew_ns: 0.004245
  slew_headroom_pct: 60.93
clocking:
  clk_pin_slew_ns: 0.09
  cts_root_buf: "clkbuf_8"
  cts_hold_buf: 0
  cts_tree: "yes"
  clkSinkCount: 49
  cts-buffers-inserted: 5
  clock_latency_ns: 0.30
  cts_setup_buffers: 0
  htree_levels: 2
  cts_resized: 0
  clockBufferDepth: 2
yosys:
  flop_cell: "dfxtp_1"
  ys_cells: 360
  ys_ff: 49
  synth_chip_area_sq_um: 3156
  syn_area_per_cell_sq_um: 8.765
  ys_seq_share_pct: 31.09
  synth.largest_area_cell: "dfxtp_1"
  synth_cell_types: 45
  syn_area_sq_um: 3156
  top_area_share_pct: 31.09
  edf_count: 0
  async_reset_ff_share_pct: 0
  synthTopCellsByArea: "dfxtp_1, ha_1, mux2i_1"
  synth.most_common_cell: "dfxtp_1"
  ys_warn_count: 1
  syn_inst: 360
  common_cells: "dfxtp_1, nor2_1, mux2i_1"
job:
  cap_violations: 0
  warnings: 26
worst_setup_path:
  regToRegStartpoint: "count[1]$_SDFFE_PP0P_"
  critPathKind: "register to output pin"
  ff2ff_path_depth: 6
  cp.required_ns: 5.84
  worst-path-max-fanout: 5
  r2r-end: "count[14]$_SDFFE_PP0P_"
  critical_path.startpoint_type: "register"
  arrival_ns: 3.01
  reg2reg_slack_ns: 5.42
  end_kind: "output pin"
  crit_start: "count[0]$_SDFFE_PP0P_"
global_routing:
  grt_max_degree: 50
  grtUsageTotal_pct: 16.65
  grt_pass1_wl_microns: 11160
  grt_overflow: 0
  antenna_found_initial: 0
  first_global_vias: 2455
finish:
  areaGrowthSynthToFinish_pct: 18.24
  fillers: 718
  drive_above_1_share_pct: 5.570
power_and_ir_drop:
  leakagePower_nw: 1.623
  power_mw: 0.5317
  peakVddDrop_v: 0.0001193
  p_per_area_nw_per_um2: 142.5
place:
  hpwlAfterDp_microns: 4702
  io_buffers: 52
  place_congestion: 0.8393
outcome:
  status: "completed"
==> final cells by class <==
cell class | instances | area (sq um) | area share [%]
clock inverter | 2 | 10.01 | 0.2683
clock buffer | 6 | 72.57 | 1.945
tap | 102 | 127.6 | 3.421
inverter | 29 | 108.9 | 2.917
timing repair buffer | 54 | 530.5 | 14.22
multi-input combinational | 255 | 1901 | 50.94
sequential | 49 | 980.9 | 26.29
==> through the flow <==
stage	hold slack (ns)	util [%]	area, sq um	std cells	setup WS, ns
2_1_floorplan	0.4604	-	3156	360	3.838
3_3_place_gp	0.4761	47.46	3649	489	3.180
3_5_place_dp	0.4859	47.46	3649	489	3.163
4_1_cts	0.5088	48.54	3731	497	2.809
5_1_grt	0.5345	48.54	3731	497	2.642
6_report	0.5031	48.54	3731	497	2.828
==> power breakdown <==
| part | internal, mW | leakage, nW | switching, mW |
|---|---|---|---|
| Clock | 0.0667 | 0.0450 | 0.0890 |
| Combinational | 0.0520 | 1.18 | 0.0371 |
| Sequential | 0.279 | 0.402 | 0.00826 |
| Total | 0.397 | 1.62 | 0.134 |
==> routing by layer <==
| layer | GRT usage, % | vias to the layer above |
|---|---|---|
| met5 | 0 | - |
| met4 | 2.513 | 0 |
| met3 | 2.656 | 7 |
| met2 | 27.08 | 44 |
| met1 | 24.31 | 1149 |
| li1 | - | 1314 |
==> worst max-delay path by stage <==
stage / endpoint / slack, ns / cells past startpoint
4_1_cts: o_raddr[14] / 2.81 / 9
6_report: o_raddr[14] / 2.83 / 9
5_1_grt: o_raddr[14] / 2.64 / 9
==> flip-flops by register name, indices dropped and copies added (netlist names) <==
register and flops:
addr 16, count 16, length 16, state 1
==> worst max-delay path, cell delays in order (launching register included) <==
cell,delay [ns]
dfxtp_1,0.36
ha_1,0.23
fa_1,0.43
a21oi_2,0.19
o22ai_2,0.12
o41ai_4,0.36
o22ai_2,0.15
a211oi_2,0.25
xnor2_1,0.14
clkdlybuf4s50_1,0.48
==> cell families (layout without fill, tap and decap cells) <==
family | Yosys count | in the layout | synth area share [%]
compound gates | 68 | 68 | 14.83
fa+ha+maj | 34 | 34 | 13.72
mux | 35 | 35 | 11.14
buf+inv | 56 | 91 | 8.683
flops | 49 | 49 | 31.09
simple gates | 104 | 104 | 16.65
xor+xnor | 14 | 14 | 3.886
==> cell usage in the layout, fill, tap and decap left out, drive strengths merged, types with 5 or more instances in the layout <==
master          n
a211oi          5
a21o            7
a21oi          27
and3            5
clkbuf          6
clkdlybuf4s50  51
dfxtp          49
ha             33
inv            29
mux2i          34
nand2           6
nand2b          5
nand3           8
nand4           6
nor2           46
nor2b           6
nor3            7
o211ai          7
o21ai          10
or3             6
xnor2           9
xor2            5
Power figures rest on the tool's default switching activity, not on a simulated workload.
