[flow/run.sh]
#!/bin/bash
# OpenROAD 26Q1-2900-gdf79404cd8, Yosys 0.63+post, stock flow scripts
make -C /OpenROAD-flow-scripts/flow DESIGN_CONFIG=/design/flow/config.mk WORK_HOME=/design/flow/orfs finish
[flow/config.mk]
export PLATFORM = sky130hd
export DESIGN_NAME = fifo
export DESIGN_NICKNAME = fifo
export VERILOG_FILES = /design/flow/design.v
export SDC_FILE = /design/flow/constraint.sdc
export NUM_CORES = 4
export LEC_CHECK = 1
export CORE_UTILIZATION = 50
[flow/design.v]
module fifo
#(
  parameter WIDTH = 8,
  parameter DEPTH_WIDTH = 3
)
(
     input  clk,
     input  rst,
     output full,
     input  wr_en,
     input  [WIDTH-1:0] din,
     output empty,
     input  rd_en,
     output reg [WIDTH-1:0] dout,
     output [DEPTH_WIDTH:0] count      
);  
reg [WIDTH-1:0] ram [2**DEPTH_WIDTH-1:0];
reg [DEPTH_WIDTH:0] rp,wp;
wire fifo_empty;
wire fifo_rd_en;
assign count = wp - rp;
assign full = (wp[DEPTH_WIDTH] != rp[DEPTH_WIDTH] && wp[DEPTH_WIDTH-1:0] == rp[DEPTH_WIDTH-1:0]) ? 1 : 0;
assign fifo_empty = (wp == rp) ? 1 : 0;
always@(posedge clk)
  if(rst)
    wp <= 0;
  else
    if(wr_en && ~full)
      begin
        wp <= wp + 1;
        ram[wp[DEPTH_WIDTH-1:0]] <= din;
      end
always@(posedge clk)
  if(rst)
    begin
      rp <= 0;
      dout <= 0;
    end
  else
    if(fifo_rd_en && ~fifo_empty)
      begin
        rp <= rp + 1;
        dout <= ram[rp[DEPTH_WIDTH-1:0]];
      end
reg dout_valid;
assign fifo_rd_en = !fifo_empty && (!dout_valid || rd_en);
assign empty = !dout_valid;
always @(posedge clk)
  if (rst)
    dout_valid <= 0;
  else
    begin
      if (fifo_rd_en)
        dout_valid <= 1;
      else if (rd_en)
        dout_valid <= 0;
    end 
endmodule
[flow/constraint.sdc]
current_design fifo

set clk_period 3.5
set clk_io_pct 0.2

create_clock -name clk0 -period $clk_period [get_ports {clk}]

set non_clock_inputs [all_inputs -no_clocks]
set_input_delay [expr $clk_period * $clk_io_pct] -clock clk0 $non_clock_inputs
set_output_delay [expr $clk_period * $clk_io_pct] -clock clk0 [all_outputs]
==> impl_metrics.tcl <==
# implementation run metrics
set metrics [dict create \
    antenna_cells 0 \
    post-route-util_pct 60.78 \
    first_pass_iters 4 \
    rsz0062_at_grt "no" \
    synth-edff-count 64 \
    synthCells 193 \
    cp_slowest_stage_delay_ns 0.47 \
    ys.flops 81 \
    crit_type "register to primary output" \
    total_power_w 0.002450 \
    root_buffer "clkbuf_8" \
    routed_wl_um 5917 \
    max_cap_violations 0 \
    grt_max_degree 21 \
    tns_ns 0 \
    synthTopCellsByArea "edfxtp_1, dfxtp_1, mux4_2, mux4_1, mux2i_1" \
    ff_type "edfxtp_1" \
    fp_util_pct 52.06 \
    status "finished clean" \
    cts_tree "done" \
    synth.distinct_cells 32 \
    wl_per_cell_um 18.90 \
    largest_area_cell "edfxtp_1" \
    pwr_density_cell_nw_per_um2 631.2 \
    setup_ws_ns 0.6488 \
    area.growth.synth_to_final_pct 16.75 \
    period_minus_slack_ns 2.851 \
    hold_viol_final 0 \
    gp_congestion 0.7734 \
    required_ns 2.80 \
    yosys_cells 193 \
    crit_path_max_fanout 5 \
    cts_resized 0 \
    layout-drive-gt1-share_pct 19.49 \
    ys_warn_count 1 \
    place_hpwl_um 3752 \
    cts_made_buffers 9 \
    worstSkewPairLatency_ns 0.34 \
    slew_viol_final 0 \
    dpl_worst_slack_ns 1.020 \
    core_area_sq_um 6386 \
    drc_errors 0 \
    dpl_cell_area_sq_um 3695 \
    fmax_mhz 350.7 \
    setup_viol 0 \
    post_cts_buffers 0 \
    viasPerCell 5.601 \
    grt_overflow_total 0 \
    ys_area_sq_um 3324 \
    crit_slowest_cell "clkdlybuf4s50_1" \
    synthMostInstantiatedCell "edfxtp_1" \
    design_area_sq_um 3881 \
    ant_nets 0 \
    syn_area_sq_um 3324 \
    grt_usage_pct 19.83 \
    pin_count 26 \
    leakage_nw 1.311 \
    worst_clock_skew_ns 0.01092 \
    ir_drop_uv 412.6 \
    crit_chain "inv_1 > ha_1 > fa_1 > xnor2_1 > clkdlybuf4s50_1" \
    synth_seq_share_pct 68.05 \
    grt_pass1_wl_um 9446 \
    synthArstFlopShare_pct 0 \
    cp-end-kind "primary output" \
    cts.clk_slew.worst_paths_ns 0.08 \
    slew_headroom_pct 68.58 \
    first_global_vias 1820 \
    worst_setup_path_start_kind "register" \
    cts.path.max_buffers 2 \
    hold_class "register to register" \
    arrival_ns 2.15 \
    num_vias 1753 \
    top_area_share_pct 57.81 \
    portBuffers 25 \
    fp.dieW_um 83.54 \
    hold_buffers 0 \
    dieArea_sq_um 6979 \
    tightestPinTransition_ns 0.4699 \
    die_h_um 83.54 \
    post_synth_most_frequent_cells "edfxtp_1, nor2_1, dfxtp_1, mux4_2, mux2i_1" \
    finalClockPeriodUsage_pct 81.46 \
    grt_antenna_before_repair 0 \
    cts-htree-levels 3 \
    tool_warnings 25 \
    drt_iter0_markers 89 \
    cts_sinks 81 \
    rows 29 \
    synth.avg_cell_area_sq_um 17.23 \
]
layer usage:
layer / vias to the layer above / GRT usage, % / part of all wire, %
met1: 864 / 32.99 / 44
met5: - / 0 / 0
met4: 0 / 2.157 / 0.73
li1: 821 / - / -
met3: 5 / 7.731 / 7.6
met2: 63 / 29.81 / 48
logic make-up after synthesis:
| kind of cell | Yosys count | synth area share [%] |
|---|---|---|
| adders and majority gates | 6 | 2.484 |
| muxes | 26 | 14.30 |
| and+or+nand+nor | 35 | 5.232 |
| buffers and inverters | 18 | 3.274 |
| DFF | 81 | 68.05 |
| xor gates and xnor gates | 9 | 2.597 |
| AOI/OAI and AO/OA | 18 | 4.064 |
metrics by stage:
step,hold slack (ns),instances
3_3_place_gp,0.4876,297
5_1_grt,0.5317,313
3_5_place_dp,0.5016,297
4_1_cts,0.5123,313
2_1_floorplan,0.4641,193
6_report,0.5070,313
final timing paths:
| check | from | to | slack (ns) | cells after the start |
|---|---|---|---|---|
| hold / removal | dout[2]$_SDFFE_PP0P_ | dout[2]$_SDFFE_PP0P_ | 0.51 | 2 |
| setup reg to reg | wp[2]$_SDFFE_PP0P_ | ram[7][7]$_DFFE_PP_ | 1.10 | 6 |
| hold reg to reg | dout[2]$_SDFFE_PP0P_ | dout[2]$_SDFFE_PP0P_ | 0.51 | 2 |
| setup / recovery | wp[0]$_SDFFE_PP0P_ | count[2] | 0.65 | 5 |
where the power goes:
part / switching, W / internal, W / total [W]
combinational: 0.000288 / 0.000364 / 0.000652
sequential: 0.0000381 / 0.00111 / 0.00115
clock: 0.000315 / 0.000332 / 0.000647
total: 0.000641 / 0.00181 / 0.00245
critical path, delay by kind of cell (launching register included):
family	cells	cell delay (ns)
DFF	1	0.41
buffers and inverters	2	0.61
adders and majority gates	2	0.61
xor gates and xnor gates	1	0.17
registers in the layout (all words and copies together) (netlist names):
name and cells:
wp 4, dout 8, dout_valid 1, rp 4, ram 64
placed cells by master, fill, tap and decap left out:
master	count
a211oi_1	7
a211oi_2	1
a21o_1	2
a21oi_1	3
and3_1	2
buf_4	12
bufinv_16	1
clkbuf_1	3
clkbuf_8	9
clkdlybuf4s50_1	25
clkinv_2	1
clkinvlp_4	1
dfxtp_1	17
edfxtp_1	64
fa_1	1
ha_1	5
inv_1	8
inv_6	1
mux2i_1	10
mux4_1	4
mux4_2	12
nand2_1	2
nand2b_1	1
nand3_1	2
nor2_1	22
nor3_2	2
nor4b_2	2
o211ai_1	3
o21a_2	1
o21ai_2	1
or3_1	1
or3_4	1
xnor2_1	4
xnor2_2	1
xor2_1	4
final cells by class:
class | count | area, sq um
inverter | 8 | 30.03
clock buffer | 12 | 135.1
tap | 77 | 96.34
sequential | 81 | 2262
multi-input combinational | 94 | 965.9
fill | 453 | 2505
timing repair buffer | 37 | 340.3
clock inverter | 4 | 51.30
Power is estimated from default activity; no workload was simulated.
